**/design/flow/config.mk**
```make
export PLATFORM = sky130hd
export DESIGN_NAME = uart_fifo_buffer
export DESIGN_NICKNAME = uart_fifo_buffer
export VERILOG_FILES = /design/flow/design.v
export SDC_FILE = /design/flow/constraint.sdc
export NUM_CORES = 4
export LEC_CHECK = 1
export CORE_UTILIZATION = 40
```
**/design/flow/constraint.sdc**
```tcl
current_design uart_fifo_buffer

set clk_period 4.2
set clk_io_pct 0.2

create_clock -name clk0 -period $clk_period [get_ports {CLOCK_RX}]
create_clock -name clk1 -period $clk_period [get_ports {CLOCK_TX}]

set non_clock_inputs [all_inputs -no_clocks]
set_input_delay [expr $clk_period * $clk_io_pct] -clock clk0 $non_clock_inputs
set_output_delay [expr $clk_period * $clk_io_pct] -clock clk0 [all_outputs]
```
**/design/flow/design.v**
```verilog
module baud_rate_generator_rx(clk, reset, max_tick);  
input clk, reset; 
output max_tick;   
reg [7:0] r_reg;   
wire [7:0] r_next;  
always @(posedge clk, posedge reset)
	if(reset)
		r_reg <= 0;  
	else  
		r_reg <= r_next;
assign r_next = (r_reg==(216))?0:r_reg + 1;  
assign max_tick = (r_reg==(216))?1'b1:1'b0;  
endmodule
module baud_rate_generator_tx(clk, reset, max_tick);  
input clk, reset; 
output max_tick;   
reg [7:0] r_reg;   
wire [7:0] r_next;  
always @(posedge clk, posedge reset)
	if(reset)
		r_reg <= 0;  
	else  
		r_reg <= r_next;
assign r_next = (r_reg==(108))?0:r_reg + 1;  
assign max_tick = (r_reg==(108))?1'b1:1'b0;  
endmodule
module buffer_rx(CLOCK, RESET, READ, Rx_Data_In, Rx_Data_Out);
input CLOCK, RESET, READ;
input [7:0] Rx_Data_In;
output [7:0] Rx_Data_Out;
reg [7:0] buffer;
always @(posedge CLOCK)
	begin
		if (RESET)
			buffer = 8'h00;
		else if (READ)
			buffer = Rx_Data_In;
		else
			buffer = buffer;
	end
assign 	Rx_Data_Out = buffer;
endmodule
module fifo(clk_fifo_i, reset, load, read, data_in, LD_fifo_done, RD_fifo_done, data_out);
input clk_fifo_i, reset, load, read;
input [7:0] data_in;
output LD_fifo_done;
output RD_fifo_done;
output [7:0] data_out;
wire [63:0] data_63;
fifo_write inst_fifo_write(clk_fifo_i, reset, load, data_in, LD_fifo_done, data_63);
fifo_read inst_fifo_read(clk_fifo_i, reset, read, data_63, RD_fifo_done, data_out);
endmodule
module fifo_read(clk_fifo_i, reset, read, data_in, RD_fifo_done, data_out);
input clk_fifo_i, reset, read;
input [63:0] data_in;
output RD_fifo_done;
output [7:0] data_out;
reg [7:0] fifo0;
reg [7:0] fifo1;
reg [7:0] fifo2;
reg [7:0] fifo3;
reg [7:0] fifo4;
reg [7:0] fifo5;
reg [7:0] fifo6;
reg [7:0] fifo7; 
reg [3:0] rdptr;  
reg [7:0] data_out_temp;
reg RD_fifo_done_temp;
always @ (posedge clk_fifo_i)
	begin
		if (reset)
			begin
  				fifo0 = data_in[7:0];
				fifo1 = data_in[15:8];
				fifo2 = data_in[23:16];
				fifo3 = data_in[31:24];
				fifo4 = data_in[39:32];
				fifo5 = data_in[47:40];
				fifo6 = data_in[55:48];
				fifo7 = data_in[63:56];
				rdptr = 4'b0000;
				data_out_temp = 8'h00;
				RD_fifo_done_temp = 0;
			end
  		else
  			begin
  				if (read)
  					begin
  						if (rdptr == 4'b0000)  
  							begin
								data_out_temp <= fifo0; 
								rdptr <= rdptr + 1;
							end	
						else if (rdptr == 4'b0001)  
							begin               
								data_out_temp <= fifo1;
								rdptr <= rdptr + 1;
							end
						else if (rdptr == 4'b0010)  
							begin               
								data_out_temp <= fifo2;
								rdptr <= rdptr + 1;
							end
						else if (rdptr == 4'b0011)  
							begin               
								data_out_temp <= fifo3;
								rdptr <= rdptr + 1;
							end			
						else if (rdptr == 4'b0100)  
							begin               
								data_out_temp <= fifo4;
								rdptr <= rdptr + 1;
							end
						else if (rdptr == 4'b0101)  
							begin               
								data_out_temp <= fifo5;
								rdptr <= rdptr + 1;
							end
						else if (rdptr == 4'b0110)  
							begin
								data_out_temp <= fifo6;
								rdptr <= rdptr + 1;
							end
						else if (rdptr == 4'b0111)  
							begin               
								data_out_temp <= fifo7;
								RD_fifo_done_temp <= 1;
							end
						else  
							begin
								rdptr <= rdptr;
								data_out_temp <= data_out_temp;		 			 
							end 
					end
				else
					begin
						fifo0 = data_in[7:0];
						fifo1 = data_in[15:8];
						fifo2 = data_in[23:16];
						fifo3 = data_in[31:24];
						fifo4 = data_in[39:32];
						fifo5 = data_in[47:40];
						fifo6 = data_in[55:48];
						fifo7 = data_in[63:56];	
					end
			end				 
	end 				 
assign RD_fifo_done = RD_fifo_done_temp;
assign data_out = data_out_temp;
endmodule
module fifo_write(clk_fifo_i, reset, load, data_in, LD_fifo_done, data_out);
input clk_fifo_i, reset, load;
input [7:0] data_in;
output LD_fifo_done;
output [63:0] data_out;
reg [7:0] fifo0;
reg [7:0] fifo1;
reg [7:0] fifo2;
reg [7:0] fifo3;
reg [7:0] fifo4;
reg [7:0] fifo5;
reg [7:0] fifo6;
reg [7:0] fifo7; 
reg [3:0] wrptr;  
reg [63:0] data_out_temp;
reg r_LD_done;
always @ (posedge clk_fifo_i)
	begin
		if (reset)
			begin
				fifo0 = 8'h00;
				fifo1 = 8'h00;
				fifo2 = 8'h00;
				fifo3 = 8'h00;
				fifo4 = 8'h00;
				fifo5 = 8'h00;
				fifo6 = 8'h00;
				fifo7 = 8'h00;
				wrptr = 4'b0000;
				data_out_temp = 64'h00000000;
				r_LD_done = 0;
			end
  		else
  			begin
  				if (load)
  					begin
  						if (wrptr == 4'b0000)  
  							begin
								fifo0 <= data_in;
								wrptr <= wrptr + 1;
							end	
						else if (wrptr == 4'b0001)  
							begin               
								fifo1 <= data_in;
								wrptr <= wrptr + 1;
							end
						else if (wrptr == 4'b0010)  
							begin               
								fifo2 <= data_in;
								wrptr <= wrptr + 1;
							end
						else if (wrptr == 4'b0011)  
							begin               
								fifo3 <= data_in;
								wrptr <= wrptr + 1;
							end			
						else if (wrptr == 4'b0100)  
							begin               
								fifo4 <= data_in;
								wrptr <= wrptr + 1;
							end
						else if (wrptr == 4'b0101)  
							begin               
								fifo5 <= data_in;
								wrptr <= wrptr + 1;
							end
						else if (wrptr == 4'b0110)  
							begin               
								fifo6 <= data_in;
								wrptr <= wrptr + 1;
							end
						else if (wrptr == 4'b0111)  
							begin               
								fifo7 <= data_in;
								r_LD_done <= 1;
							end
						else  
							begin
								wrptr <= wrptr;
								fifo0 <= fifo0;
								fifo1 <= fifo1;
								fifo2 <= fifo2;
								fifo3 <= fifo3;
								fifo4 <= fifo4;
								fifo5 <= fifo5;
								fifo6 <= fifo6;
								fifo7 <= fifo7;			 			 
							end 
					end
				else
					begin
						if (r_LD_done)
							data_out_temp = {fifo7, fifo6, fifo5, fifo4, fifo3, fifo2, fifo1, fifo0};
						else
							data_out_temp = data_out_temp;
					end
			end				 
	end 				 
assign LD_fifo_done = r_LD_done;
assign data_out = data_out_temp;
endmodule
module uart(CLOCK_TX, CLOCK_RX, RESET, SEND, TX_DATA, NINTO, NINTI, RX_DATA);
input CLOCK_TX, CLOCK_RX, RESET, SEND;
input [7:0] TX_DATA;
output NINTO, NINTI;
output [7:0] RX_DATA;
wire tx, max_tick_tx, max_tick_rx;
baud_rate_generator_tx inst_baud_rate_generator_tx(CLOCK_TX, RESET, max_tick_tx);
baud_rate_generator_rx inst_baud_rate_generator_rx(CLOCK_RX, RESET, max_tick_rx);
uart_tx inst_uart_tx(CLOCK_TX, RESET, SEND, max_tick_tx, TX_DATA, NINTO, tx);
uart_rx inst_uart_rx(CLOCK_RX, RESET, tx, max_tick_rx, NINTI, RX_DATA);
endmodule
module uart_fifo_buffer(CLOCK_TX, CLOCK_RX, RESET, SEND, LOAD_FIFO, READ_FIFO, READ_BUFF, DATA_IN_FIFO,
		NINTO, NINTI, LD_FIFO_DONE, RD_FIFO_DONE, DATA_OUT_BUFF);
input CLOCK_TX, CLOCK_RX, RESET, SEND, LOAD_FIFO, READ_FIFO, READ_BUFF;
input [7:0] DATA_IN_FIFO;
output NINTO, NINTI, LD_FIFO_DONE, RD_FIFO_DONE;
output [7:0] DATA_OUT_BUFF;
wire [7:0] DATA_OUT_FIFO, DATA_OUT_UART;
fifo inst_fifo_tx(CLOCK_TX, RESET, LOAD_FIFO, READ_FIFO, DATA_IN_FIFO, LD_FIFO_DONE, RD_FIFO_DONE, DATA_OUT_FIFO);
uart inst_uart(CLOCK_TX, CLOCK_RX, RESET, SEND, DATA_OUT_FIFO, NINTO, NINTI, DATA_OUT_UART);
buffer_rx inst_buffer_rx(CLOCK_RX, RESET, READ_BUFF, DATA_OUT_UART, DATA_OUT_BUFF);
endmodule
module  uart_rx(CLOCK_RX, RESET, SI, s_tick, NINTI, RX_DATA);
input CLOCK_RX, RESET;  
input SI, s_tick;  
output NINTI;  
output [7:0] RX_DATA;
localparam [1:0]
idle = 2'b00,  
start = 2'b01,  
data = 2'b10,  
stop = 2'b11;
reg [1:0] state_reg; 
reg [3:0] s_reg; 
reg [2:0] n_reg; 
reg [7:0] b_reg;
reg NINTI_temp; 
always @(posedge CLOCK_RX) 
	begin
		if (RESET)
			begin
				state_reg <= idle;  
				s_reg <= 0;
				n_reg <= 0;
				b_reg <= 0;
				NINTI_temp = 1'b1;
			end 
		else  
			begin
				case (state_reg)  
					idle: 
						if (~SI)
							begin
								state_reg = start;
								s_reg = 0;  
							end 
					start: 
						if (s_tick)
							if (s_reg==7)  
								begin  
									state_reg = data;  
									s_reg = 0;  
									n_reg = 0;
									NINTI_temp = 1'b0;  
								end 
							else  
								s_reg = s_reg + 1;  
					data: 
						if (s_tick)  
							if (s_reg==15)  
								begin  
									s_reg = 0;  
									b_reg = {SI, b_reg [7:1]}; 
										if (n_reg == 7) 
											begin 
												state_reg = stop;
												NINTI_temp = 1'b1;
											end 
										else  
											n_reg = n_reg + 1;  
								end 
							else  
								s_reg = s_reg + 1;  	
					stop:  
						if (s_tick)  
							if (s_reg == 15) 
								begin  
									state_reg = idle;    
								end 
							else  
								s_reg = s_reg + 1; 
					default:
						begin
							state_reg <= idle;  
							s_reg <= 0;
							n_reg <= 0;
							b_reg <= 0;
							NINTI_temp = 1'b1;
						end
				endcase
			end  
	end 
assign RX_DATA = b_reg; 
assign NINTI = NINTI_temp; 
endmodule
module  uart_tx(CLOCK_TX, RESET, SEND, s_tick, TX_DATA, NINTO, SO);
input CLOCK_TX, RESET;
input SEND, s_tick;  
input [7:0] TX_DATA;
output NINTO; 
output SO;
localparam [1:0]
idle = 2'b00,  
start = 2'b01,  
data = 2'b10,  
stop = 2'b11;  
reg [1:0] state_reg; 
reg [3:0] s_reg;  
reg [2:0] n_reg;  
reg [7:0] b_reg;  
reg tx_reg;
reg NINTO_temp; 
always @(posedge CLOCK_TX)
	begin
		if (RESET)  
			begin  
				state_reg <= idle;  
				s_reg <= 0;  
				n_reg <= 0;  
				b_reg <= 0;  
				tx_reg <= 1'b1; 
				NINTO_temp = 1'b0; 
			end 
		else  
			begin
				case (state_reg)  
					idle: 
						begin  
							tx_reg = 1'b1;  
								if (SEND)  
									begin  
										state_reg = start;  
										s_reg = 0;  
										b_reg = TX_DATA;
										NINTO_temp = 1'b1;  
									end
						end 
					start: 
						begin  
							tx_reg = 1'b0;  
								if (s_tick)  
									if (s_reg==15)  
										begin  
											state_reg = data;  
											s_reg = 0;  
											n_reg = 0;  
										end 
									else  
										s_reg = s_reg + 1;  
						end 
					data:  
						begin  
							tx_reg = b_reg[0]; 
								if (s_tick) 
									if (s_reg==15)  
										begin  
											s_reg = 0;  
											b_reg = b_reg >> 1;  
												if (n_reg==7) 
													state_reg = stop; 
												else  
													n_reg = n_reg + 1; 
										end 
									else  
										s_reg = s_reg + 1; 
						end 
					stop: 
						begin  
							tx_reg = 1'b1;  
								if (s_tick)  
									if (s_reg==15)  
										begin  
											state_reg = idle;  
											NINTO_temp = 1'b0;  
										end 
									else  
										s_reg = s_reg + 1; 
						end 
					default:
						begin
							state_reg <= idle;  
							s_reg <= 0;  
							n_reg <= 0;  
							b_reg <= 0;  
							tx_reg <= 1'b1; 
							NINTO_temp = 1'b0; 
						end
				endcase
			end  
	end 
assign SO = tx_reg;
assign NINTO = NINTO_temp;  
endmodule
```
**/design/flow/run.sh**
```bash
#!/bin/bash
# OpenROAD 26Q1-2900-gdf79404cd8, Yosys 0.63+post, stock flow scripts
make -C /OpenROAD-flow-scripts/flow DESIGN_CONFIG=/design/flow/config.mk WORK_HOME=/design/flow/orfs finish
```
==> summary.txt <==
Notes on the physical design

The flow ran to the end, and the final reports show no timing, DRC or antenna violations. After its last routability iteration, the placer logged a weighted congestion of 0.882. After clock tree synthesis, the flow added hold-fix buffers numbering 0.

The first detailed-routing pass ran for 6 iterations. The die outline height is 166 um. Dividing the detail-routed via count by the number of cells gives between 5 and 6. The register with the most flip-flops in the layout has 64 of them. The final wirelength is 22.0 mm. The worst-margin pin slew is 0.861 ns.

The synthesis-to-layout area growth is 12.9%. The detailed router finished its first iteration with 425 violations. The proportion of register bits with asynchronous set or reset after synthesis is ~5.8%. The number of different library cells used by synthesis comes to 67.

Global routing finished with a remaining overflow of 0. The cell total in the yosys stat output is 1,073. The routed length per placed instance is around 15 um. The area of the synthesized netlist per yosys stat is 10,800 um^2.

Per the synth stats, the flop cell with the highest instance count is sky130_fd_sc_hd__dfxtp_1. Measured along the x axis, the die boundary spans between 150 and 200 um. The total tool warning count is 36. The pin count of the biggest net entering global routing is 151. The clock network fraction of design power is 42.4%.

In the global route stage, overall resource usage came out at 16.8%. The number of pins exceeding their max-slew limit in the final report is 0. Per the final timing report, the hold violations number 0. The max-capacitance violation count is 0. The total die area is 27,700 um^2. The power report puts the net switching power at 1.44 mW. The row count is 59. Summing every instance area after synthesis gives 10,800 um^2. Summed over all cells, the static leakage comes to 4.69 nW. The report puts the cell count of the worst reg-to-reg path at 7.

TritonCTS built the clock tree. Adding up every negative setup slack in the final design gives 0 ns. The total power density per cell area is about 500 nW/um^2.

The tree built by TritonCTS fans out to 275 sinks. The number of endpoints failing setup at the final stage is 0. STA classifies the critical path startpoint as a flop. The number of gates given a new drive strength after cts is 0. The floorplan step records an initial core utilization of 41.1%.

The number of buffers inserted to repair setup after CTS is 0. Looking at the critical path, the single cell with the biggest stage delay is sky130_fd_sc_hd__a21oi_1. The synthesis report lists the Yosys warning total as 7. The number of enable-type register cells in the synthesized netlist is 64. Per the detail_route report, DRC violations left total 0. The required time at the endpoint of the critical path is 4.66 ns. The fraction of the core area covered by cells at the end of the flow is 46.4%. The count of inserted antenna diode cells is 0. The worst setup path is captured at a flop. Averaged over all synthesized cells, the footprint is 10.1 um^2. The signal on the critical path passes through inv_1 > ha_1 > or2_2 > nor3_1 > nor2_1 > a21oi_1 > a32o_1.

The detail route stage leaves a number of antenna-violating nets equal to 0. Headroom to the max-slew limit came out at 42.2%. The final power report lists total power as 5.94 mW.

The switching portion of total power comes to 24.2%. Detailed placement ended at an HPWL of 14.6 mm. On the worst path, the slowest cell contributes a delay of 0.54 ns. The via count of the first global-routing pass is 6,782. Between clock sinks in the finished design, the worst skew comes to 0.0261 ns. The worst min-delay path category is flop to flop.

Synthesis handed over a netlist of 1,073 instances. Summing the sequential cell areas from Yosys gives 57.6% of the chip area. Once synthesis finished, the tally of register bits stood at 275. In the setup report, the worst path falls into the class flop to flop. Of the total power, registers draw 47.9%. Counting instances, the worst hold path has a depth of 0. The share of final-layout standard cells stronger than drive strength 1 is 7.44%.

The register bank with the most flops is inst_fifo_tx.inst_fifo_write.data_out_temp. The clock-pin slew reported for the worst setup and hold paths after clock tree synthesis is 0.06 ns. Per the OpenROAD floorplan log, the area of the core is 26,300 um^2.

Setup repair after global routing left no endpoint under its margin. The first global-routing pass estimated around 36 mm of wire. IR analysis of the VDD net gives a maximum drop of roughly 0.29 mV.

Combinational cells account for under 10% of the total power. The initial antenna violation count is 0. The arrival time of the worst setup path is between 3 and 4 ns.

In this run the count of I/O pins placed on the die edge is 27. The total via count in the routed design is 7,247. The port buffer count is 25.

Cell internal power was estimated by the tool at 4.50 mW. The biggest fanout along the worst timing path is 21.
[path summary, 6_finish.rpt]
check | end | startpoint | slack [ns]
max reg2reg | inst_fifo_tx.inst_fifo_read.data_out_temp[7]$_SDFFE_PP0P_ | inst_fifo_tx.inst_fifo_read.rdptr[0]$_SDFFE_PP0P_ | 1.65
min reg2reg | inst_fifo_tx.inst_fifo_read.fifo4[5]$_DFFE_PP_ | inst_fifo_tx.inst_fifo_write.data_out_temp[37]$_SDFFE_PP0P_ | 0.43
max | inst_fifo_tx.inst_fifo_read.data_out_temp[7]$_SDFFE_PP0P_ | inst_fifo_tx.inst_fifo_read.rdptr[0]$_SDFFE_PP0P_ | 1.65
max in group asynchronous | inst_uart.inst_baud_rate_generator_rx.r_reg[4]$_DFF_PP0_ | RESET | 3.19
min in group asynchronous | inst_uart.inst_baud_rate_generator_tx.r_reg[6]$_DFF_PP0_ | RESET | 0.53
min in group clk0 | inst_uart.inst_uart_rx.n_reg[2]$_SDFFE_PP0P_ | inst_uart.inst_uart_rx.n_reg[2]$_SDFFE_PP0P_ | 0.48
max in group clk0 | LD_FIFO_DONE | inst_fifo_tx.inst_fifo_write.r_LD_done$_SDFFE_PP0P_ | 1.96
min | inst_fifo_tx.inst_fifo_read.fifo4[5]$_DFFE_PP_ | inst_fifo_tx.inst_fifo_write.data_out_temp[37]$_SDFFE_PP0P_ | 0.43
[Yosys cell counts, types with 7 or more instances]
cell | number | area share [%]
sky130_fd_sc_hd__and2_1 | 11 | 0.64
sky130_fd_sc_hd__a21oi_1 | 101 | 4.7
sky130_fd_sc_hd__o211ai_1 | 8 | 0.56
sky130_fd_sc_hd__nand3_1 | 33 | 1.5
sky130_fd_sc_hd__nand2b_1 | 9 | 0.52
sky130_fd_sc_hd__edfxtp_1 | 64 | 18
sky130_fd_sc_hd__ha_1 | 18 | 2.1
sky130_fd_sc_hd__a221oi_1 | 8 | 0.65
sky130_fd_sc_hd__dfrtp_1 | 16 | 3.7
sky130_fd_sc_hd__nand2_1 | 175 | 6.1
sky130_fd_sc_hd__mux2_2 | 7 | 0.73
sky130_fd_sc_hd__xor2_1 | 8 | 0.65
sky130_fd_sc_hd__o21a_1 | 9 | 0.62
sky130_fd_sc_hd__dfxtp_1 | 195 | 36
sky130_fd_sc_hd__and3_1 | 7 | 0.41
sky130_fd_sc_hd__nor3_1 | 12 | 0.56
sky130_fd_sc_hd__inv_1 | 13 | 0.45
sky130_fd_sc_hd__mux2i_1 | 74 | 6.9
sky130_fd_sc_hd__nor2b_1 | 7 | 0.41
sky130_fd_sc_hd__o22ai_1 | 25 | 1.4
sky130_fd_sc_hd__nor2_1 | 115 | 4.0
sky130_fd_sc_hd__clkbuf_1 | 58 | 2.0
sky130_fd_sc_hd__a211oi_1 | 10 | 0.69
sky130_fd_sc_hd__a32o_1 | 9 | 0.83
[worst max-delay path, delay by kind of cell (launching register included)]
family,cells,cell delay (ns)
buf+inv,1,0.10
compound gates,2,0.75
simple gates,3,0.77
fa+ha+maj,1,0.44
flops,1,0.43
[cells in the final DEF, fill, tap and decap left out, types with 12 or more instances in the layout]
| master | instances |
|---|---|
| sky130_fd_sc_hd__o22ai_1 | 25 |
| sky130_fd_sc_hd__nor2_1 | 114 |
| sky130_fd_sc_hd__nand2_1 | 174 |
| sky130_fd_sc_hd__dfrtp_1 | 16 |
| sky130_fd_sc_hd__clkdlybuf4s50_1 | 24 |
| sky130_fd_sc_hd__mux2i_1 | 74 |
| sky130_fd_sc_hd__clkbuf_16 | 30 |
| sky130_fd_sc_hd__edfxtp_1 | 64 |
| sky130_fd_sc_hd__inv_1 | 13 |
| sky130_fd_sc_hd__nor3_1 | 12 |
| sky130_fd_sc_hd__ha_1 | 18 |
| sky130_fd_sc_hd__nand3_1 | 33 |
| sky130_fd_sc_hd__a21oi_1 | 101 |
| sky130_fd_sc_hd__dfxtp_1 | 195 |
[power by group through the flow]
stage     registers [mW]  clock network (mW)  logic, mW
5_1_grt             2.86                2.69      0.628
6_report            2.85                2.52      0.572
4_1_cts             2.85                2.58      0.574
[per-layer routing]
metal  share of wire (%)  global-route usage (%)
met3                 4.4                    3.54
met4                 2.7                    4.07
met5                   0                       0
met2                  44                    24.7
met1                  49                    26.6
[logic make-up (layout without fill, tap and decap cells)]
family	count (synthesis)	in the layout	synth area share (%)
buffers and inverters	85	101	3.34
XOR/XNOR	14	14	1.13
flip-flops	275	275	57.6
multiplexers	81	81	7.58
AND/OR/NAND/NOR	398	398	16.4
AND-OR/OR-AND	202	202	11.8
adder cells (fa/ha/maj)	18	18	2.08
[layout make-up]
cell class / count / area (um^2)
well taps: 335 / 419
flip-flops and latches: 275 / 6230
multi-input cells: 713 / 4240
repair buffers: 32 / 317
clock buffers: 41 / 806
inverters: 15 / 56.3
clock inverters: 13 / 146
fillers: 2360 / 14100
[per-stage QoR]
stage | hold WS [ns] | std cells | setup slack, ns | instance area [um^2]
CTS | 0.431 | 1424 | 1.69 | 12200
finish | 0.429 | 1424 | 1.65 | 12200
global placement | 0.413 | 1370 | 1.24 | 11300
floorplan | 0.408 | 1073 | 0.306 | 10800
detailed placement | 0.416 | 1370 | 1.22 | 11300
global route | 0.434 | 1424 | 1.40 | 12200
Power figures rest on the tool's default switching activity, not on a simulated workload.
